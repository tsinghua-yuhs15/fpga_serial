==> design.v <==
module control(
  clk,
  RX_DATA,
  TX_DATA,
  RX_STATUS,
  TX_STATUS,
  TX_EN
);
input clk,RX_STATUS,TX_STATUS;
input [7:0] RX_DATA;
output TX_EN;
output [7:0] TX_DATA;
reg [7:0] TX_DATA;
reg TX_EN;
reg state;
initial begin
  state<=0;
end
always @(posedge clk) begin
  if(~state && RX_STATUS) begin
    state<=1;   
    TX_DATA[7]<=RX_DATA[7];
    TX_DATA[6:0]<=(RX_DATA[7])?~RX_DATA[6:0]:RX_DATA[6:0]; 
  end
  else if(state && TX_STATUS) begin
    TX_EN<=1;
	 state<=0;
  end 
  else if(~state) begin
    TX_EN<=0;
  end 
end
endmodule  
module divide(
  rate,
  clk_in,
  clk_out,
  reset
);
input [13:0] rate;
input clk_in,reset;
output clk_out;
reg clk_out;
reg[13:0] state;
always @(posedge clk_in or negedge reset) begin
  if(~reset) begin
    state<=0;
    clk_out<=0;
  end
  else begin
    if(state==14'd0)
      clk_out=~clk_out;
    state<=state+14'd2;
    if(state==rate-2)
      state<=14'd0;
  end
end
endmodule  
module receiver(
  UART_RX,
  RX_DATA,
  RX_STATUS,
  reset,
  baud_clk,
);
input UART_RX,reset,baud_clk;
output RX_STATUS;
output [7:0] RX_DATA;
reg RX_STATUS;
reg [7:0] RX_DATA;
reg [7:0] state,state1;
reg RX_EN,sample;
always @(posedge baud_clk) begin
  sample<=(state==8'd24 ||
          state==8'd40 ||
          state==8'd56 ||
          state==8'd72 ||
          state==8'd88 ||
          state==8'd104 ||
          state==8'd120 ||
          state==8'd136)?1:0;
end
always @(posedge baud_clk or negedge reset) begin
  if(~reset) begin
    state<=0;
	 state1<=0;
    RX_EN<=0;	
    RX_STATUS<=0;
  end
  else begin
	 if(~state) state1<=state1+1;
    if(state1==8'd8) begin
      RX_STATUS<=0;
    end
    if(~UART_RX && ~RX_EN) begin
      RX_EN<=1;
      state<=0;
    end
    else if(RX_EN && state<8'd143) begin
      state<=state+1;
    end
    else if(state==8'd143) begin
      state<=0;
		state1<=0;
      RX_EN<=0;
      RX_STATUS<=1;
    end
	 if(state>=8'd136)
	   RX_STATUS<=1;
  end
end
always @(posedge sample) begin
  RX_DATA[6:0]<=RX_DATA[7:1];
  RX_DATA[7]<=UART_RX;
end
endmodule  
module top(
  clk,
  reset,
  UART_RXD,
  UART_TXD
);
input clk,reset,UART_RXD;
output UART_TXD;
wire _clk,_baud_clk,reset,TX_EN,RX_STATUS,TX_STATUS;
wire [7:0] RX_DATA,TX_DATA;
divide d1(.rate(14'd5208),.clk_in(clk),.clk_out(_clk),.reset(reset));
divide d2(.rate(14'd326),.clk_in(clk),.clk_out(_baud_clk),.reset(reset));
receiver rxer(.UART_RX(UART_RXD),.RX_DATA(RX_DATA),.RX_STATUS(RX_STATUS),.reset(reset),.baud_clk(_baud_clk));
transmitter tser(.clk(_clk),.TX_EN(TX_EN),.TX_DATA(TX_DATA),.TX_STATUS(TX_STATUS),.UART_TX(UART_TXD));
control ct(.clk(_clk),.RX_DATA(RX_DATA),.TX_DATA(TX_DATA),.RX_STATUS(RX_STATUS),.TX_STATUS(TX_STATUS),.TX_EN(TX_EN));
endmodule  
module transmitter(
  clk,
  TX_EN,
  TX_DATA,
  TX_STATUS,
  UART_TX
);
input clk,TX_EN;
input [7:0] TX_DATA;
output TX_STATUS,UART_TX;
reg [4:0] state=4'b0000;
reg TX_STATUS,UART_TX;
initial begin
	UART_TX<=1;
	TX_STATUS<=1;
end
always @(posedge clk) begin
  if(TX_EN && ~state) begin
    TX_STATUS<=0;
    state<=4'd1;
	 UART_TX<=0;
  end
  else if(state==4'd9) begin
    UART_TX<=1;
    state<=0;
	 TX_STATUS<=1;
  end
  else begin
    if(state) begin
      case(state)
        4'd1:UART_TX=TX_DATA[0];
        4'd2:UART_TX=TX_DATA[1];
        4'd3:UART_TX=TX_DATA[2];
        4'd4:UART_TX=TX_DATA[3];
        4'd5:UART_TX=TX_DATA[4];
        4'd6:UART_TX=TX_DATA[5];
        4'd7:UART_TX=TX_DATA[6];
        4'd8:UART_TX=TX_DATA[7];
      endcase
      state<=state+1;
    end
  end
end
endmodule  
==> run.sh <==
#!/bin/bash
# OpenROAD 26Q1-2900-gdf79404cd8, Yosys 0.63+post, stock flow scripts
make -C /OpenROAD-flow-scripts/flow DESIGN_CONFIG=/design/flow/config.mk WORK_HOME=/design/flow/orfs finish
==> config.mk <==
export PLATFORM = sky130hd
export DESIGN_NAME = top
export DESIGN_NICKNAME = top
export VERILOG_FILES = /design/flow/design.v
export SDC_FILE = /design/flow/constraint.sdc
export NUM_CORES = 4
export LEC_CHECK = 1
export CORE_UTILIZATION = 40
==> constraint.sdc <==
current_design top

set clk_period 2.1
set clk_io_pct 0.2

create_clock -name clk0 -period $clk_period [get_ports {clk}]

set non_clock_inputs [all_inputs -no_clocks]
set_input_delay [expr $clk_period * $clk_io_pct] -clock clk0 $non_clock_inputs
set_output_delay [expr $clk_period * $clk_io_pct] -clock clk0 [all_outputs]
==> results.txt <==
Physical design

Looking at the reg2reg group, the worst path ends at d2.clk_out. The synthesized instance count stands at 313. The antenna diode count stands at 0. The filler cells instantiated in the layout total 747. Nets still carrying antenna violations after routing amount to 0.

The buffer levels on the longest clock path stands at 2. The worst voltage drop across the vdd grid stands at 0.000481 V. The routability congestion estimate from global placement stands at 0.863. The minimum setup slack among reg-to-reg paths stands at 0.66 ns. The number of antenna violations at the first check in global routing stands at 0. The leakage component of the power stands at 1.48 nW. The worst setup path is launched from a flip-flop.

The sequential share of the synthesized area stands at 52.3%. The detailed-route DRC error count stands at 0. Per the run summary, max-cap violations total 0. The worst-case reg-to-reg path depth stands at 4. The quantity of hold-fixing buffers added after cts stands at 0.

The floorplan has 33 rows. The most common logic cells in the final layout are 46 x sky130_fd_sc_hd__dfrtp_1, 34 x sky130_fd_sc_hd__nor2_1, 22 x sky130_fd_sc_hd__xor2_1, 20 x sky130_fd_sc_hd__inv_1. The max-slew headroom at the worst pin stands at 48.8%. The flow ran to the end, and the final reports show no timing, DRC or antenna violations. The transition time recorded at the tightest slew-check pin is 0.768 ns. Entering global routing, the biggest net connects 36 pins.

The maximum level of the CTS H-tree stands at 1. The die covers 0.00879 mm^2. After detailed routing, the number of vias per cell comes to 5.13. The timer found 44 register pins that no clock reaches; their paths are not timed. STA classifies the critical path endpoint as a flip-flop. The count of instances resized after the clock tree is built stands at 0. After routing, the total negative slack on setup checks comes to 0 ns.

At the floorplan stage, the core utilization is reported as 41.2%. The count of vias placed by the detailed router stands at 2172. The HPWL after detailed placement stands at 3750 um. The OpenROAD report gives the critical path a data arrival time of 1.63 ns.

The power density relative to cell area stands at 272 mW/mm^2. In this run the tool buffered the top-level ports with 3 buffer cells. The synth_stat.txt file lists the number of cells as 313.

The critical path is of the reg2reg type. The portion of the clock cycle consumed by the worst path in the final layout stands at 68.5%. The count of endpoints without a timing constraint stands at 54. Per the synth stats, the flop cell with the highest instance count is sky130_fd_sc_hd__dfrtp_1.

The average instance in the mapped netlist occupies 10.8 um^2. The total standard cell area after synthesis stands at 0.00337 mm^2. The flip-flop and latch count after synthesis stands at 72. Counting the warning lines in the Yosys log gives 4. The clock-pin slew of the registers on the worst-case setup and hold paths stands at 0.10 ns.

The number of CTS-inserted buffers stands at 3. In this run, the number of DRC markers left after iteration 0 of detailed routing was 65. The achievable clock frequency stands at 695 MHz. STA reports the tightest min-delay check as being of type in2async. The number of global-route vias before repair was 2025. The required time at the worst endpoint is listed as 2.29 ns. The placeable core region stands at 0.00818 mm^2. Among logic cells in the layout, the one with the most instances is sky130_fd_sc_hd__dfrtp_1. The die width stands at 93.8 um.

Counting endpoints that fail hold in the final report gives 0. STA lists the startpoint of the worst register-to-register path as d2.state[9]. The share of layout cells above drive strength 1 stands at 8.49%. The synthesized netlist contains 54 unique library cells.

The die is 93.8 um tall. The worst-path maximum fanout stands at 6. TritonCTS built the clock tree. Looking at area per cell type in the netlist, the leader is sky130_fd_sc_hd__dfrtp_1. The final routed wire length divided by cell count stands at 12.1 um. Across all hold checks on the routed design, the worst slack comes to 0.196 ns. OpenROAD emitted warnings numbering 30. Relative to the synthesized area, the layout overhead comes to 6.68%.

The first-pass GRT wire length stands at 9130 um. The boundary pin count stands at 4. The synthesis report lists the most area-consuming cells as sky130_fd_sc_hd__dfrtp_1 34%, sky130_fd_sc_hd__dfxtp_1 10%, sky130_fd_sc_hd__edfxtp_1 8.0%. For this run, asynchronously set or reset flops after synthesis account for 63.9%.

The global router's overall resource usage stands at 13.2%. The synthesized netlist has a Yosys-reported chip area of 0.00337 mm^2. The count of final max-slew check failures stands at 0. The number of flops mapped to enable cells by yosys stands at 9.

The clock skew after layout stands at 0.0113 ns. Once the clock tree was built, the setup fixing pass inserted 0 buffers. The total overflow reported by the global router stands at 0. The portion of synthesized cell area occupied by the leading cell type stands at 34.2%. Clock latency on the worst-skew pair, taken at its later pin, is 0.28 ns.

Setup repair after global routing left no endpoint under its margin. The detailed-router iteration count before antenna repair stands at 4. The number of failing setup endpoints in the final timing report stands at 0.

The minimum clock period after layout stands at 1.44 ns. The routed wire length stands at 5130 um. The cell sitting at the root of the clock tree is a sky130_fd_sc_hd__clkbuf_8.
-- worst max-delay path by stage --
stage / cells past startpoint / slack [ns] / startpoint / to
after CTS: 4 / 0.67 / d2.state[9] / d2.clk_out
after global routing: 4 / 0.51 / d2.state[9] / d2.clk_out
final: 4 / 0.66 / d2.state[9] / d2.clk_out
-- registers in the layout, indices dropped and copies added (netlist names) --
| register | count |
|---|---|
| ct.TX_DATA | 8 |
| ct.TX_EN | 1 |
| ct.state | 1 |
| d1.clk_out | 1 |
| d1.state | 13 |
| d2.clk_out | 1 |
| d2.state | 13 |
| rxer.RX_DATA | 8 |
| rxer.RX_EN | 1 |
| rxer.RX_STATUS | 1 |
| rxer.sample | 1 |
| rxer.state | 8 |
| rxer.state1 | 8 |
| tser.TX_STATUS | 1 |
| tser.UART_TX | 1 |
| tser.state | 5 |
-- final cells by class --
cell class                      instances  area [um^2]  area share (%)
Clock buffer                            3         41.3            1.15
Tap cell                              105          131            3.65
Multi-Input combinational cell        217         1520            42.2
Sequential cell                        72         1760            49.0
Clock inverter                          1         30.0           0.835
Inverter                               20         75.1            2.09
Timing Repair Buffer                    5         40.0            1.11
-- where the power goes --
| part | total, mW | switching (mW) | internal (mW) |
|---|---|---|---|
| clock | 0.420 | 0.165 | 0.255 |
| combinational | 0.0212 | 0.0177 | 0.00355 |
| sequential | 0.538 | 0 | 0.538 |
-- worst max-delay path: stages, from the launching register on --
cell and delay, ns:
sky130_fd_sc_hd__dfrtp_1 0.44, sky130_fd_sc_hd__nor4_1 0.33, sky130_fd_sc_hd__nand3_1 0.14, sky130_fd_sc_hd__nor4_1 0.27, sky130_fd_sc_hd__xor2_1 0.18
-- cells in the mapped netlist (all sizes together) (8+ instances only) --
library cell,count
xnor2,16
nor3,8
a21oi,8
o21ai,10
nor2,35
inv,20
nand3,19
edfxtp,9
dfxtp,17
xor2,22
nand2,18
nand4,12
dfrtp,46
ha,11
-- through the flow --
stage / total power [mW] / setup WS (ns) / cells / instance area (um^2) / util [%]
floorplan: 0.549 / 0.693 / 313 / 3370 / -
global placement: 0.572 / 0.703 / 419 / 3520 / 43.1
detailed placement: 0.573 / 0.681 / 419 / 3520 / 43.1
CTS: 0.999 / 0.674 / 423 / 3590 / 44.0
global route: 1.03 / 0.506 / 423 / 3590 / 44.0
finish: 0.980 / 0.661 / 423 / 3590 / 44.0
-- metal layers --
layer | up-vias | track usage, % | share of wire, %
met5 | - | 0 | 0
met1 | 1033 | 21.1 | 53
li1 | 1121 | - | -
met3 | 0 | 1.40 | 1.2
met2 | 18 | 21.2 | 46
met4 | 0 | 0.641 | 0
-- cells by family (layout without fill, tap and decap cells) --
family	Yosys count	in the layout	share of synthesized area (%)
simple gates	126	126	21.9
xor+xnor	38	38	9.88
mux	2	2	0.594
compound gates	40	40	8.47
buf+inv	24	29	2.75
flops	72	72	52.3
fa+ha+maj	11	11	4.08
Power is estimated from default activity; no workload was simulated.
